**config.mk**
```make
export PLATFORM = sky130hd
export DESIGN_NAME = AXIoutput
export DESIGN_NICKNAME = AXIoutput
export VERILOG_FILES = /design/flow/design.v
export SDC_FILE = /design/flow/constraint.sdc
export NUM_CORES = 4
export LEC_CHECK = 1
export CORE_AREA = 10 10 216 216
export DIE_AREA = 0 0 226 226
```
**design.v**
```verilog
`timescale 1ns / 1ps
module AXIoutput#( 
    parameter BITWIDTH = 32,
    parameter MATSIZE =16 )(
  input clk,
  input rstn,
  input logic signed [MATSIZE-1:0][BITWIDTH-1:0] data_in,
  output logic signed [BITWIDTH-1:0] data_out,
  output reg valid,
  input data_ready,
  input o_ready
);
  reg [7:0] counter; 
  reg  state;  
  localparam IDLE = 1'b0;
  localparam WAITING = 1'b1 ;
  initial begin
        state <= IDLE;
      counter <= 0;
      valid <= 0;
      data_out <= 0;
  end
  always @(posedge clk or negedge rstn) begin
    if (!rstn) begin
      state <= IDLE;
      counter <= 0;
      valid <= 0;
      data_out <= 0;
    end else begin
      case(state)
        IDLE: begin
          valid <= 0;
          if (data_ready) begin
            state <= WAITING;
            valid <= 1 ;
            counter <= 1 ;
            data_out <= data_in[counter];
          end
        end
      endcase
                       if(o_ready && state==WAITING)begin
                          if (counter < MATSIZE) begin 
                            data_out <= data_in[counter];
                            counter <= counter + 1;
                            valid <=1;
                          end else begin
                            valid <= 0;
                            counter<=0;
                            state <= IDLE;
                          end
                       end
    end
  end
endmodule
```
**constraint.sdc**
```tcl
current_design AXIoutput

set clk_period 9.5
set clk_io_pct 0.2

create_clock -name clk0 -period $clk_period [get_ports {clk}]

set non_clock_inputs [all_inputs -no_clocks]
set_input_delay [expr $clk_period * $clk_io_pct] -clock clk0 $non_clock_inputs
set_output_delay [expr $clk_period * $clk_io_pct] -clock clk0 [all_outputs]
```
**run.sh**
```bash
#!/bin/bash
# OpenROAD 26Q1-2900-gdf79404cd8, Yosys 0.63+post, stock flow scripts
make -C /OpenROAD-flow-scripts/flow DESIGN_CONFIG=/design/flow/config.mk WORK_HOME=/design/flow/orfs finish
```
==> run_results.csv <==
group,metric,value,unit
worst_setup_path,endpoint_kind,"flip-flop",
floorplanning,fp-row-count,75,
sta,rsz0062_at_grt,"false",
sta,post-route-period-util,0.367,
power,p_int,0.00134,W
min_path,hold_path_class,"flip-flop to flip-flop",
synthesis,ys_types,28,
clock_tree,numCtsBuffers,5,
synthesis,mux_share,0.648,
sta,worstMarginPinSlew,0.769,ns
routing,wirelength,34400,um
final_layout,instances_no_fill,1433,
placed_design,gp_congestion,0.922,
min_path,hold_path_depth,1,
clock_tree,ctsHoldBuffers,0,
min_path,worstHoldEndpoint,"counter[7]",
worst_setup_path,arrival,3.66,ns
synthesis,syn_inst,373,
worst_setup_path,reg2reg_slack,6.11,ns
clock_tree,ctsRootBufferMaster,"clkbuf_16",
placed_design,post-dp-hpwl,30000,um
power,seqPwrFrac,0.185,
sta,fmax,0.287,GHz
worst_setup_path,crit_required,9.67,ns
global_routing,grt_max_degree,55,
worst_setup_path,start_kind,"primary input",
routing,via_per_inst,4.19,
global_routing,antenna_found_initial,5,
sta,relSlewSlack,0.487,
synthesis,compound_area_frac,0.0985,
routing,drtIter0Drc,193,
placed_design,dpl.cell_count,1424,
clock_tree,clock_latency,0.30,ns
synthesis,synthAdderAreaFrac,0.00230,
worst_setup_path,r2r_cells,6,
final_layout,mostFrequentLayoutCells,"clkdlybuf4s50_1, mux4_2, mux2i_1",
global_routing,grt_pass1_wl,48100,um
final_layout,final_core_util,0.277,
power,swShare,0.376,
clock_tree,cts_resized,0,
worst_setup_path,path_max_fanout,32,
flow_run,cap_violations,0,
clock_tree,clock_sinks,42,
routing,route.vias.total,6002,
final_layout,logic_area,0.00416,mm^2
synthesis,xor_share,0.00161,
floorplanning,chip_area,0.0511,mm^2
global_routing,grt_pass1_vias,6958,
clock_tree,cts_setup_buffers,0,
global_routing,grt_usage,0.131,
placed_design,io_buffers,548,
min_path,hp-start,"counter[7]",
final_layout,drive_above_1_share,0.170,
power,p_per_area,185,mW/mm^2
synthesis,ys_cells,373,
run_status,status,"complete, no violations",
floorplanning,die_y,226,um
sta,hold_viol_final,0,
final_layout,fill_cells,4293,
power,p_sw,0.000806,W
power,total_power,0.00215,W
final_layout,layout_top_cell,"clkdlybuf4s50_1",
synthesis,syn_area_per_cell,14.6,um^2
placed_design,pre_cts_ws,5.69,ns
clock_tree,cts_buffer_depth,2,
power,pwr-share-clk,0.085,
synthesis,synth-seq-cells,42,
power,pwr-share-comb,0.730,
clock_tree,tritoncts,"built",
synthesis,ys_area,0.00544,mm^2
worst_setup_path,r2r-start,"counter[1]",
worst_setup_path,regToRegEndpoint,"data_out[14]",
synthesis,synthTopLogicFamily,"multiplexers",
sta,setup_ws,6.01,ns
routing,first_pass_iters,4,
global_routing,overflow,0,
power,p_leak,4.17,nW
floorplanning,fp_util,0.130,
sta,clock_skew,0.00736,ns
sta,fin_tns_setup,0,ns
final_layout,area_growth,114,%
clock_tree,htree_levels,2,
synthesis,syn_area,0.00544,mm^2
routing,drc,0,
sta,period_minus_slack,3.49,ns
floorplanning,core_area,0.0419,mm^2
floorplanning,die_width,226,um
synthesis,synth_seq_share,0.193,
sta,finalSetupViolations,0,
routing,wire_per_inst,24.0,um
worst_setup_path,worstSetupPathType,"primary input to flip-flop",
flow_run,warning_count,25,
floorplanning,ios,549,
synthesis,simple_gate_share,0.0117,
sta,drv_slew,0,
power,ir_drop,96.1,uV
clock_tree,path_clk_slew,0.07,ns
routing,final_antenna_net_count,0,
final_layout,seq_area,0.00106,mm^2
synthesis,ys_warn_count,1,
## power groups by stage
stage	Clock, W	Combinational, W	Sequential, W
6_report	0.000182	0.00157	0.000397
5_1_grt	0.000201	0.00170	0.000418
4_1_cts	0.000198	0.00161	0.000404
## state kept, by name, summed over array words and instances (netlist names)
register,cells
data_out,32
state,1
counter,8
valid,1
## cell families (layout without fill, tap and decap cells)
| family | count (synthesis) | in the layout |
|---|---|---|
| fa+ha+maj | 1 | 1 |
| flops | 42 | 42 |
| compound gates | 78 | 78 |
| mux | 192 | 192 |
| buf+inv | 49 | 569 |
| xor+xnor | 1 | 1 |
| simple gates | 10 | 10 |
| other cells | 0 | 1 |
## how the worst max path moves through the flow
| stage | from | to | slack (ns) | cells past startpoint |
|---|---|---|---|---|
| CTS | counter[1] | data_out[14] | 5.94 | 6 |
| finish | o_ready | data_out[0] | 6.01 | 6 |
| global route | counter[1] | data_out[14] | 5.72 | 6 |
## layout make-up
class	count	share of cell area
Clock buffer	6	0.0111
Inverter	2	0.000647
Multi-Input combinational cell	282	0.358
Timing Repair Buffer	559	0.479
Sequential cell	42	0.0915
Antenna cell	1	0.000216
Tap cell	539	0.0581
Clock inverter	2	0.00119
## per-layer routing
metal / wire [um] / up-vias / global-route usage
met2: 17200 / 375 / 0.223
li1: - / 2693 / -
met1: 12500 / 2909 / 0.151
met3: 4260 / 17 / 0.0658
met4: 326 / 8 / 0.0100
met5: 42 / - / 0
## through the flow
step	cell area (um^2)	hold WS (ns)
2_1_floorplan	5440	0.436
3_3_place_gp	11500	0.475
3_5_place_dp	11500	0.471
4_1_cts	11600	0.489
5_1_grt	11600	0.497
6_report	11600	0.481
## Yosys cell counts, drive strengths merged
cell     count  share of area
inv          2         0.0014
ha           1         0.0023
o31a         1         0.0016
and4bb       1         0.0023
a41oi        1         0.0016
nor3b        1         0.0014
xnor2        1         0.0016
a21o         2         0.0028
nor2b        2         0.0023
a2bb2oi     32          0.052
buf         27          0.029
and2         3         0.0035
nor2         1        0.00069
o211ai       2         0.0028
o22ai        1         0.0012
mux2i       64           0.12
o21ai       34          0.031
a32o         1         0.0018
nand2        1        0.00069
dfrtp       42           0.19
nand3        1        0.00092
a31oi        1         0.0012
clkbuf      20          0.014
mux4       128           0.53
a21oi        3         0.0028
## critical path, stage by stage
cell	delay [ns]
clkdlybuf4s50_1	0.49
and4bb_2	0.33
o211ai_1	0.18
buf_4	0.44
a2bb2oi_1	0.22
o21ai_0	0.10
No activity file was given, so power comes from the tool's default toggle rates.
