--- flow/run.sh ---
#!/bin/bash
# OpenROAD 26Q1-2900-gdf79404cd8, Yosys 0.63+post, stock flow scripts
make -C /OpenROAD-flow-scripts/flow DESIGN_CONFIG=/design/flow/config.mk WORK_HOME=/design/flow/orfs finish
--- flow/config.mk ---
export PLATFORM = sky130hd
export DESIGN_NAME = vector_multiplier
export DESIGN_NICKNAME = vector_multiplier
export VERILOG_FILES = /design/flow/design.v
export SDC_FILE = /design/flow/constraint.sdc
export NUM_CORES = 4
export LEC_CHECK = 1
export CORE_UTILIZATION = 30
--- flow/constraint.sdc ---
current_design vector_multiplier

set clk_period 13.0
set clk_io_pct 0.2

create_clock -name clk0 -period $clk_period [get_ports {clk}]

set non_clock_inputs [all_inputs -no_clocks]
set_input_delay [expr $clk_period * $clk_io_pct] -clock clk0 $non_clock_inputs
set_output_delay [expr $clk_period * $clk_io_pct] -clock clk0 [all_outputs]
--- flow/design.v ---
`timescale 1ns / 1ps
module vector_multiplier #(
    parameter BITWIDTH =32,
    parameter MATSIZE =16
  )(  
    input  logic clk, cen,
    input valid,
    input  logic signed    [MATSIZE-1:0][BITWIDTH-1:0] k,
    input  logic signed    [MATSIZE-1:0][BITWIDTH-1:0] x,
    output logic signed [MATSIZE-1:0][BITWIDTH-1:0] mul_vector ,
    output logic Flag, 
    output logic signed        [BITWIDTH-1:0] y
  );
 logic signed [MATSIZE/2-1:0][BITWIDTH-1:0] vec8_1; 
  logic signed [MATSIZE/2-1:0][BITWIDTH-1:0] vec8_2; 
  reg [BITWIDTH-1:0] sum1,sum2;
  reg [3:0] counter;
  genvar  c;
    for (c=0; c<16; c=c+1)
      always @(posedge clk) begin
        if (cen) mul_vector[c] <= $signed(k[c]) * $signed(x[c]);
     end
    always @(posedge clk) begin
        if (valid) begin
            sum1 <= 0;
            sum2 <= 0;
            Flag <= 0;
            counter <= 0;
        end
    end
  assign vec8_1 = mul_vector[MATSIZE/2-1:0];
  assign vec8_2 = mul_vector[MATSIZE-1:MATSIZE/2];  
  always @(posedge clk && ~Flag ) begin
    if (~cen ) begin
      sum1 <= 0;
      sum2 <= 0;
      Flag <= 0;
      counter <= 0;
    end 
    else begin
      if (counter < 8) begin
        sum1 <= sum1 + vec8_1[counter[2:0]];
        sum2 <= sum2 + vec8_2[counter[2:0]];
        counter <= counter + 1;
      end
      if (counter==8) begin
        y <= sum2+sum1;
        Flag <= 1;
    end   
  end
end
endmodule
==> flow_metrics.tcl <==
# metrics dict for downstream scripts
set metrics [dict create \
    grt_pass1_wl_mm 1290 \
    mostFrequentLayoutCell "inv_1" \
    period_used_share 0.801 \
    drtAntennaViolNets 0 \
    cp.required_ns 13.55 \
    coreArea_um2 909000 \
    rows 350 \
    dr.pass1.iters 5 \
    stdcell_count 42500 \
    dr_wl_met3_mm 94.3 \
    post_cts_buffers 0 \
    initCoreUtil 0.301 \
    critPathCaptureType "flip-flop" \
    lay_top_cells "inv_1 (6879), fa_1 (6528), and2_1 (5273), nand2_1 (3292), ha_1 (2400)" \
    setup_viol 0 \
    fp.dieH_um 957 \
    async_reset_ff_frac 0 \
    cts_resized 0 \
    hp-class "input port to flip-flop" \
    hold_depth 1 \
    via_per_inst 4.53 \
    drtIter0Drc 7299 \
    cts_root_buffer "clkbuf_16" \
    synthDistinctLibCells 78 \
    clock-sinks 512 \
    netlist_area_um2 274000 \
    dieWidth_um 957 \
    edf_count 512 \
    highest_layer "met5" \
    routed_wl_mm 830 \
    largest_reg_flops 512 \
    grt_pass1_vias 215000 \
    grt_start_max_net_pins 56 \
    top_regs "mul_vector: 512 flops" \
    port_buffers 1537 \
    fmax_ghz 0.0960 \
    log.warning_count 27 \
    slew_viol_final 0 \
    ys_seq_share 0.0562 \
    grt.total_usage 0.195 \
    synth_flops 512 \
    cts_buffer_depth 4 \
    ys_warn_count 139 \
    timing.final.crit_period_ns 10.41 \
    hold_viol 0 \
    yosys_area_um2 274000 \
    ys_cells 29200 \
    drc 0 \
    startpoint_type "input port" \
    drive_gt1_frac 0.0286 \
    dr_wl_met2_mm 386 \
    cts_tree "built" \
    rsz0062_at_grt "no" \
    syn_inst 29200 \
    worstPathArrival_ns 10.96 \
    vias 192000 \
    placed_cells 42200 \
    place_hpwl_mm 680 \
    area_growth_pct 12.4 \
    grt_antenna_before_repair 166 \
    boundaryPins 1572 \
    maxCapViolations 0 \
    dieArea_um2 916000 \
    flop_cell "edfxtp_1" \
    routedWlPerCell_um 19.5 \
    gp_congestion 0.966 \
    cts.reportedPaths.clkPinSlew_ns 0.06 \
    avgSynthCellArea_um2 9.38 \
    cts_made_buffers 91 \
    cp_max_fo 13 \
    overflow 0 \
    status "finished, final reports clean" \
    worstMarginPinSlew_ns 1.08 \
    fin_setup_tns_ns 0 \
    slew_headroom 0.281 \
    largest_register "mul_vector" \
    crit_type "input port to flip-flop" \
    htree_levels 3 \
    wl_met1_mm 306 \
    holdBufCountCts 0 \
]
## critical path, stage by stage
cell and delay [ns]:
clkdlybuf4s50_1 0.83, and2_1 0.35, fa_1 0.47, inv_1 0.04, fa_1 0.39, fa_1 0.52, inv_1 0.06, fa_1 0.45
ha_1 0.31, ha_1 0.30, fa_1 0.51, inv_1 0.06, fa_1 0.48, inv_1 0.05, ha_1 0.21, or3_1 0.40
a311oi_1 0.72, o31a_1 0.31, o21ai_1 0.16, o41ai_1 0.59, o21ai_1 0.15, buf_4 0.19, a21oi_1 0.15, o21bai_1 0.10
a21oi_1 0.39, xnor2_1 0.16
## final cells by class
class | count | area, um^2
clock inverters | 65 | 788
multi-input cells | 20400 | 227000
flip-flops and latches | 512 | 15400
fillers | 90700 | 601000
clock buffers | 99 | 2350
diodes | 149 | 373
well taps | 12100 | 15200
repair buffers | 2208 | 20400
inverters | 6881 | 25800
## final timing paths
check                        endpoint   start  slack (ns)
worst max-delay path  mul_vector[447]  k[420]        2.59
worst min-delay path  mul_vector[247]     cen        2.14
## synthesized netlist by cell type, types with 59 or more instances
master	count	area [um^2]
a21o_1	152	1140
a21oi_1	303	1520
and2_1	5273	33000
clkbuf_1	1356	5090
edfxtp_1	512	15400
fa_1	6528	131000
ha_1	2400	30000
inv_1	6879	25800
nand2_1	3292	12400
nand2b_1	59	369
nand3_1	65	325
nor2_1	236	886
o21a_1	65	488
o21ai_0	100	500
o21ai_1	73	365
o21bai_1	67	503
xnor2_1	1115	9770
xor2_1	271	2370
## metrics by stage
stage          worst slack (ns)  hold slack, ns   util  cell area, um^2
6_report                   2.59            2.14  0.338           308000
4_1_cts                    2.71            2.08  0.338           307000
5_1_grt                    2.27            2.13  0.338           308000
3_5_place_dp               1.74            3.08  0.335           304000
2_1_floorplan              3.29            2.71      -           274000
3_3_place_gp               1.69            3.08  0.335           304000
## cell families after synthesis
kind of cell             Yosys count  share of synthesized area
other                              1                  0.0000137
AND/OR/NAND/NOR                 9131                      0.176
buffers and inverters           8274                      0.114
multiplexers                       1                  0.0000366
XOR/XNOR                        1386                     0.0444
AND-OR/OR-AND                    936                     0.0218
flip-flops                       512                     0.0562
adder cells (fa/ha/maj)         8928                      0.587
## routing by layer
layer	track usage	vias to the layer above
met5	0.000984	-
met4	0.0829	74
met3	0.0938	1479
met2	0.303	7459
met1	0.236	97600
li1	-	85900
