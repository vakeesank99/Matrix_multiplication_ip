File: ./config.mk
export PLATFORM = sky130hd
export DESIGN_NAME = PLController3
export DESIGN_NICKNAME = PLController3
export VERILOG_FILES = /design/flow/design.v
export SDC_FILE = /design/flow/constraint.sdc
export NUM_CORES = 4
export LEC_CHECK = 1
export CORE_UTILIZATION = 40
File: ./constraint.sdc
current_design PLController3

set clk_period 8.0
set clk_io_pct 0.2

create_clock -name clk0 -period $clk_period [get_ports {clk}]

set non_clock_inputs [all_inputs -no_clocks]
set_input_delay [expr $clk_period * $clk_io_pct] -clock clk0 $non_clock_inputs
set_output_delay [expr $clk_period * $clk_io_pct] -clock clk0 [all_outputs]
File: ./design.v
`timescale 1ns / 1ps
module PLController3  #(
    parameter MATSIZE=16)(
    input clk,
    input rstn,
    input  i_valid,
    output reg i_ready,
    output logic readEnable,
    output logic cacheReadEnable,
    output logic [8:0] addressR,
    output logic [3:0] addressO,
    output logic [8:0] addressW,
    output logic [3:0] addressC,
    output logic mulReady,
    output logic dataReady  
    );
    reg[2:0] state;
    reg[8:0] counter;
    logic [4:0] roundCount = 0 ;
    always @(posedge clk or negedge rstn)
    begin
    if(!rstn)
        begin
            cacheReadEnable <= 0 ;
            readEnable <= 0;
            addressR <= 0 ;
            addressW <= 0 ;
            addressO <= 0 ;
            addressC <= 0 ;
            counter <=0 ;
            state <= 0 ;
            i_ready <= 1 ;
            dataReady <= 0;
        end
    else
        begin
             if (i_valid && (state==3'b00)) begin
                if (addressW != (MATSIZE*MATSIZE-1))begin
                     counter<=counter+1 ;
                     addressW<= (counter%MATSIZE)*MATSIZE + counter/MATSIZE;                     
                end
                else begin
                    addressW<=addressW+1;
                    state <=3'b01;
                    counter<=1;
                end
             end
             if(i_valid && (state==3'b01) )begin
                 i_ready <= 1 ;  
                 counter<=counter+1 ;
                 addressW<=addressW+1;   
                 if(counter[8] == 1)begin
                     if(counter[7:0] == 0 )begin
                        dataReady <= 0 ;
                     end
                     if(counter[7:0] == 16)begin
                         i_ready<=0;
                         counter <= 0;
                         readEnable <= 1;
                         state <= 3'b10 ;
                         addressC <= 0 ;
                         addressR <=0 ;
                     end
                 end
                 else begin   
                     if(counter == 16)begin
                        i_ready<=0;
                        counter <= 0;
                        readEnable <= 1;
                        state <= 3'b10 ;
                     end
                 end
             end
             if((state==3'b10) )begin
                  counter<=counter+1 ;
                  if(counter > 1)
                    addressC <= addressC + 1 ;  
                  if(counter == 1)begin
                    cacheReadEnable<=  1 ;
                    addressO <= 0 ;
                  end
                  if(counter < 3)
                    addressR <= addressR + 1 ;
                  if(counter == 3)
                     addressR <= 16 ;
                  if(counter == 4)
                     addressR<=0;
                  if(counter == 6)
                     readEnable<=0;
                  if(counter == 8)
                     mulReady <= 1 ;
                  if(counter == 9)begin
                     mulReady <= 0 ;
                     counter <= 0 ;
                     state <= 3'b11 ;
                  end
             end
             if(state == 3'b11)begin
                counter<=counter+1 ;
                if(counter == 36)begin
                    addressO <= 4*(counter/12);
                    state <= 3'b100 ;  
                end
                if(counter%12 == 0 ||counter%24 == 0 )
                    addressO <= 4*(counter/12) ;
                if(counter%12 == 2)begin
                    readEnable <= 1 ;
                    cacheReadEnable<=  1 ;
                    addressR <= 4*counter/12 +4 ;
                    addressC <= 0 ;
                end
                if(counter%12 > 4 && counter%12 < 8 )begin
                    addressC <= addressC +1 ;
                end
                if(counter%12 == 4)begin
                    addressC <= 0 ;
                    addressR <= 4*counter/12 + 5 ;
                end
                if(counter%12 < 6 && counter%12 > 2)
                    addressR <= addressR + 1 ;
                if(counter%12 == 9)begin
                    readEnable <= 0 ;
                    cacheReadEnable <= 0 ;
                    mulReady <= 1 ;  
                end
                if(counter%12 == 10)begin
                    mulReady <= 0 ;  
                end
             end
             if(state == 3'b100)begin
                counter<=counter+1 ;
                if(counter == 48)begin
                    addressO <= 12 ;
                    dataReady<= 1 ;
                end
                if(counter == 49)begin
                    roundCount <= roundCount + 1 ;
                    counter <= 9'b100000000;
                    addressW <= MATSIZE*MATSIZE-1 ;
                    dataReady <= 0 ;
                    state <= 3'b01 ;  
                end
             end
             end
    end
endmodule
File: ./run.sh
#!/bin/bash
# OpenROAD 26Q1-2900-gdf79404cd8, Yosys 0.63+post, stock flow scripts
make -C /OpenROAD-flow-scripts/flow DESIGN_CONFIG=/design/flow/config.mk WORK_HOME=/design/flow/orfs finish
==> results.py <==
# Metrics from the implementation run
metrics = {
    "clocking": {
        "post_cts_buffers": 0,
        "ctsResizeCount": 0,
        "clock_latency_ns": 0.29,
        "cts_root_buffer": "clkbuf_16",
        "max-clock-path-buffers": 2,
        "hold_buffers": 0,
        "htreeDepth": 2,
        "clk_pin_slew_ns": 0.06,
        "cts_tree": "yes",
        "numCtsBuffers": 5,
        "cts_sinks": 45,
    },
    "final_timing": {
        "max_freq_mhz": 195,
        "drv_slew": 0,
        "finalCriticalPeriod_ns": 5.12,
        "grt_setup_unrepaired": "false",
        "tns_ns": 0,
        "tightest_slew_ns": 0.928,
        "hold_viol": 0,
        "period_used_pct": 64.0,
        "skew_ns": 0.00265,
        "setup_viol": 0,
        "maxSlewHeadroom_pct": 38.1,
        "holdWs_ns": 0.489,
    },
    "logic_synthesis": {
        "yosysWarnings": 1,
        "synthCells": 622,
        "synth_area_um2": 4720,
        "top_area_cell": "dfrtp_1",
        "async_flop_share_pct": 97.8,
        "syn_avg_cell_area_um2": 7.59,
        "ff_type": "dfrtp_1",
        "edf_count": 1,
        "synth_flops": 45,
        "ys_seq_share_pct": 24.0,
        "yosys_cells": 622,
        "synth_cell_types": 91,
        "synth_top_area_share_pct": 22.3,
        "ys_area_um2": 4720,
        "ys_top_cells_by_area": "dfrtp_1 22%, nor2_1 6.4%, nand2_1 5.7%",
    },
    "drt": {
        "drt-total-wl_um": 13900,
        "num_antenna_cells": 0,
        "detail-route-antenna-nets": 0,
        "via_per_inst": 6.12,
        "vias": 4758,
        "drt_first_pass_iters": 6,
        "drc": 0,
        "post_drt_wl_per_cell_um": 17.9,
        "drt_iter0_markers": 443,
    },
    "place": {
        "dpl.hpwl_um": 10100,
        "gp_congestion": 0.921,
        "numPortBuffers": 33,
        "place_inst": 769,
    },
    "grt": {
        "globalRouteTotalUtil_pct": 23.1,
        "grt_antenna_before_repair": 0,
        "grt_pass1_vias": 4308,
        "grt.overflow.total": 0,
        "grt_max_degree": 46,
        "grt_pass1_wl_um": 22700,
    },
    "power_and_ir_drop": {
        "leakage_nw": 2.06,
        "finalPower_uw": 667,
        "pwr_density_cell_nw_per_um2": 127,
        "ir_worst_vdd_mv": 0.122,
    },
    "worst_hold_path": {
        "hp-class": "reg2reg",
    },
    "die": {
        "dieArea_um2": 12200,
        "fp-utilization_pct": 41.2,
        "dieWidth_um": 111,
        "row_count": 39,
        "die_h_um": 111,
        "core_um2": 11500,
        "ioPinCount": 34,
    },
    "setup_path": {
        "cp.arrival_ns": 5.30,
        "cp_data_required_time_ns": 8.18,
        "path_max_fanout": 26,
        "worstSetupPathType": "reg2reg",
        "crit_chain": "ha_1, and4b_1, o21ai_4, a21o_1, a311o_2, a21oi_4, inv_2, a211o_1, a41oi_2, and2_4, nand2_1, a21bo_4, ha_1, nand2_1, o21ai_0, a22o_1, mux2_2, mux2_2",
        "slowest_stage": "dfrtp_1",
        "cp_num_buf_inv": 1,
        "endpoint_kind": "flop",
        "crit_path_start_kind": "flop",
        "timing.critical_path.max_delay_family": "AND-OR/OR-AND gates",
        "critPathMaxStageDelay_ns": 0.82,
    },
    "finish": {
        "area_growth_pct": 11.0,
        "drive_gt1_share_pct": 8.04,
        "fin_cells": 777,
        "final_core_util_pct": 45.7,
    },
    "run": {
        "maxCapViolations": 0,
        "warnings": 29,
    },
    "run_status": {
        "status": "finished, final reports clean",
    },
}
-- placed cells by master, fill, tap and decap left out, types with 8 or more instances in the layout --
cell type and instances:
buf_4 8, nand4_1 9, nand2_1 72, a31oi_1 9
o21ai_0 35, inv_1 14, a21oi_1 47, xor2_1 9
and2_1 9, nor3_1 11, dfrtp_1 42, nand3_1 23
and3_1 14, nor2_1 81, a211oi_1 10, o211ai_1 10
xnor2_1 16, ha_1 15, clkdlybuf4s50_1 32
-- kinds of logic (layout without fill, tap and decap cells) --
group           after synthesis  in the layout  share of synthesized area (%)
compound gates              205            205                           31.4
mux                           9              9                           2.01
flops                        45             45                           24.0
simple gates                267            267                           27.7
xor+xnor                     26             26                           4.98
buf+inv                      55             67                           5.93
fa+ha+maj                    15             15                           3.97
-- final cells by class --
cell class / instances / area [um2]
Multi-Input combinational cell: 522 / 3310
Sequential cell: 45 / 1130
Tap cell: 143 / 179
Fill cell: 1125 / 6220
Clock buffer: 6 / 129
Inverter: 18 / 67.6
Timing Repair Buffer: 41 / 385
Clock inverter: 2 / 38.8
-- synthesized netlist by cell type, types with 5 or more instances --
cell and n:
nor2_1 81, nand2_1 72, a21oi_1 47, dfrtp_1 42, o21ai_0 35, nand3_1 23, clkbuf_1 16, xnor2_1 16
ha_1 15, and3_1 14, inv_1 14, nor3_1 11, a211oi_1 10, o211ai_1 10, a31oi_1 9, and2_1 9
buf_4 9, nand4_1 9, xor2_1 9, buf_2 8, a22oi_1 7, nor2b_1 7, o22ai_1 7, nand2b_1 6
nor4_1 6, o21bai_1 6, a21boi_0 5, mux2i_1 5, nand3b_1 5, nor3b_1 5, o21ai_1 5, o31ai_1 5
-- per-stage QoR --
step	setup slack (ns)	cell area, um2
after global placement	3.02	5070
after global routing	2.61	5240
final	2.88	5240
after floorplan	3.30	4720
after detailed placement	2.95	5070
after CTS	2.91	5240
-- path summary, 6_finish.rpt --
check,from,end,slack [ns],cells past startpoint
min in group asynchronous,rstn,addressR[7],1.38,2
worst max register to register,counter[8],addressR[8],2.88,18
worst min-delay path,addressO[1],addressO[1],0.49,1
max in group asynchronous,rstn,counter[4],6.20,2
worst max-delay path,counter[8],addressR[8],2.88,18
worst min register to register,addressO[1],addressO[1],0.49,1
-- sequential cells by signal, summed over array words and instances, names as in the netlist --
| signal | cells |
|---|---|
| addressC | 4 |
| addressW | 9 |
| readEnable | 1 |
| addressO | 4 |
| mulReady | 1 |
| i_ready | 1 |
| dataReady | 1 |
| addressR | 9 |
| cacheReadEnable | 1 |
| counter | 9 |
| state | 5 |
-- report_power, final --
| group | internal [mW] | total, mW | switching, mW |
|---|---|---|---|
| Clock | 0.148 | 0.239 | 0.0906 |
| Sequential | 0.252 | 0.282 | 0.0302 |
| Combinational | 0.0883 | 0.146 | 0.0574 |
| Total | 0.489 | 0.667 | 0.178 |
-- per-layer routing --
metal	share of wire (%)	track usage, %	up-vias
met5	0	0	-
met4	2.1	3.82	0
met3	4.6	2.51	21
met2	46	36.6	139
met1	47	35.0	2260
li1	-	-	2338
